--- /design/flow/design.v ---
module stepmotor (StepDrive, clk, Dir, StepEnable, rst);
      input clk; 
     input Dir; 
     input StepEnable; 
     input rst; 
     output[3:0] StepDrive; 
     reg[3:0] StepDrive;
     reg[2:0] state; 
     reg[31:0] StepCounter = 32'b0; 
     parameter[31:0] StepLockOut = 32'd200000;              
     reg InternalStepEnable; 
     always @(posedge clk or negedge rst )
     begin 
         if ( !rst)    
         begin 
            StepDrive      <= 4'b0;
            state    <= 3'b0;
             StepCounter <= 32'b0;
            end
         else  
         begin
             if (StepEnable == 1'b1)    InternalStepEnable <= 1'b1 ; 
             StepCounter <= StepCounter + 31'b1 ; 
             if (StepCounter >= StepLockOut)
             begin
                 StepCounter <= 32'b0 ; 
                 if (InternalStepEnable == 1'b1)
                begin
                     InternalStepEnable <= StepEnable ; 
                     if (Dir == 1'b1)           state <= state - 3'b001 ; 
                     else if (Dir == 1'b0)       state <= state + 3'b001 ; 
                     case (state)                         3'b000 :    StepDrive <= 4'b0001 ; 
                         3'b001 :    StepDrive <= 4'b0011 ; 
                         3'b010 :    StepDrive <= 4'b0010 ; 
                         3'b011 :    StepDrive <= 4'b0110 ; 
                         3'b100 :    StepDrive <= 4'b0100 ; 
                         3'b101 :    StepDrive <= 4'b1100 ; 
                         3'b110 :    StepDrive <= 4'b1000 ; 
                        3'b111 :    StepDrive <= 4'b1001 ;  
                     endcase 
                 end 
             end 
         end     
     end
 endmodule
--- /design/flow/run.sh ---
#!/bin/bash
# OpenROAD 26Q1-2900-gdf79404cd8, Yosys 0.63+post, stock flow scripts
make -C /OpenROAD-flow-scripts/flow DESIGN_CONFIG=/design/flow/config.mk WORK_HOME=/design/flow/orfs finish
--- /design/flow/config.mk ---
export PLATFORM = sky130hd
export DESIGN_NAME = stepmotor
export DESIGN_NICKNAME = stepmotor
export VERILOG_FILES = /design/flow/design.v
export SDC_FILE = /design/flow/constraint.sdc
export NUM_CORES = 4
export LEC_CHECK = 1
export CORE_AREA = 10 10 105 105
export DIE_AREA = 0 0 115 115
--- /design/flow/constraint.sdc ---
current_design stepmotor

set clk_period 2.8
set clk_io_pct 0.2

create_clock -name clk0 -period $clk_period [get_ports {clk}]

set non_clock_inputs [all_inputs -no_clocks]
set_input_delay [expr $clk_period * $clk_io_pct] -clock clk0 $non_clock_inputs
set_output_delay [expr $clk_period * $clk_io_pct] -clock clk0 [all_outputs]
==> Table 3: Implementation characteristics <==
Summary of implementation characteristics

Parameter                              Value

Timing
  Setup TNS Final .................. 0 ps
  Final-report max-slew violation count .................. 0
  Unrepaired setup endpoints after global routing .................. no
  Final hold slack .................. 154 ps
  Min Tclk post-route .................. 1930 ps
  Fin crit share .................. 0.690
  Final setup violating endpoints .................. 0
  Clock Skews .................. 4.40 ps
  Peak Freq .................. 518 MHz
  Number of endpoints with negative hold slack in the final report .................. 0

Floorplan
  Standard-cell row count .................. 34
  Effective utilization at floorplan .................. 0.193
  Core Footprint .................. 8760 um2
  Vert. Die Dim .................. 115 um
  Top-level port count .................. 8
  Die Outline Area .................. 13,200 um2
  Horizontal extent of the die .................. 115 um

Yosys
  Post-synth design cell area .................. 1690 um2
  Synth Register Bits .................. 40
  Ys flop type .................. sky130_fd_sc_hd__dfrtp_1
  Yosys Warn Count .................. 1
  Cell total in the yosys stat output .................. 152
  Cell variety after synth .................. 35
  Area figure in the yosys stat output .................. 1690 um2
  Sequential-to-total area share from yosys stat .................. 0.594
  Average cell area after synthesis .................. 11.1 um2
  Post-Syn Instances .................. 152
  Number of synthesized flops with an enable pin .................. 1
  Async S/R FF share, synth .................. 0.975

Route
  Violation count after the first detailed-route iteration .................. 48
  DR vias .................. 1,065
  Detailed-route DRC error count .................. 0
  Number of antenna repair diodes .................. 0
  Final WL .................. 2.69 mm
  Final routed wire length divided by cell count .................. 9.37 um
  First-pass iteration count of the detailed router .................. 4
  Post-route ant nets .................. 0
  Via density per instance .................. 3.71

Power
  Combinational cell fraction of total power .................. 0.147
  Part of the power in registers .................. 0.543
  VDD IR max .................. 0.202 mV
  Net switching component of the power .................. 0.316 mW
  Leakage power total .................. 0.795 nW
  Internal power .................. 0.958 mW
  Pwr Density .................. 624 nW/um2
  Switching share of power .................. 0.248
  Relative contribution of the clock network to total power .................. 0.310

CTS
  Clock root cell .................. sky130_fd_sc_hd__clkbuf_8
  Clock tree from TritonCTS .................. built
  Depth of the CTS H-tree .................. 2
  Num CTS Buffers .................. 5
  Total of cells resized after clock tree synthesis .................. 0
  Clock transition at the registers of the reported paths .................. 70 ps
  Clock latency of the later-clocked register in the worst-skew pair .................. 290 ps
  Longest Clk Path Bufs .................. 2
  Number of hold buffers added after cts .................. 0
  Number of clock sinks seen by CTS .................. 40
  Post-CTS Repair Setup Buffers .................. 0

Global route
  Vias in the first global route .................. 1,067
  Pin count of the biggest net entering global routing .................. 29
  Total Routing Usage GR .................. 0.0430
  GRT overflow .................. 0
  First-pass GRT wire length .................. 4.86 mm
  Antenna violations before repair .................. 0

Status
  Outcome .................. finished, final reports clean

Job
  Max-cap violations .................. 0
  Tool warnings .................. 27

Critical path
  Startpoint type of the worst setup path .................. register
  Worst setup path category .................. register to register
  Worst Setup End Kind .................. register
  Worst-path maximum fanout .................. 10
  Cells on worst reg2reg path .................. 5
  Critical path data required time .................. 3010 ps
  Crit path arrival time .................. 2150 ps

Placement
  Port-buffer cells .................. 7
  Placed cell area .................. 1940 um2
  Number of placed cells counting well taps .................. 279
  HPWL Detailed .................. 1.93 mm
  Routability congestion estimate from global placement .................. 0.788

Cells and area
  End-of-flow core utilization .................. 0.233
  Commonest non-fill, non-tap cells in the layout .................. 39 x sky130_fd_sc_hd__dfrtp_1, 19 x sky130_fd_sc_hd__nor2_1, 14 x sky130_fd_sc_hd__conb_1, 14 x sky130_fd_sc_hd__inv_1, 12 x sky130_fd_sc_hd__xnor2_1
  Area Overhead vs Synth .................. 20.6%
  Layout Cells excl Fill .................. 287
  Final design instance area without fill .................. 2040 um2
  Proportion of layout cells with a drive suffix above 1 .................. 0.101
  Highest-count logic cell in the final layout .................. sky130_fd_sc_hd__dfrtp_1

Hold path
  Type of the tightest min-delay check .................. input pin to asynchronous set/reset pin
==> stage by stage <==
stage | worst slack (ps) | power, mW
final | 868 | 1.27
after global routing | 745 | 1.36
after CTS | 819 | 1.30
after detailed placement | 641 | 0.901
after global placement | 647 | 0.896
after floorplan | 1020 | 0.800
==> final timing paths <==
check                                start               to  slack [ps]
min in group clk0             StepDrive[2]     StepDrive[2]         500
max in group asynchronous              rst     StepDrive[1]        2010
hold reg to reg               StepDrive[2]     StepDrive[2]         500
setup reg to reg           StepCounter[14]  StepCounter[13]         870
setup / recovery           StepCounter[14]  StepCounter[13]         870
hold / removal                         rst   StepCounter[1]         150
==> layout make-up <==
| type | instances | area (um2) |
|---|---|---|
| fillers | 931 | 6720 |
| flip-flops and latches | 40 | 1010 |
| multi-input cells | 108 | 671 |
| well taps | 108 | 135 |
| clock buffers | 6 | 82.6 |
| repair buffers | 9 | 80.1 |
| inverters | 14 | 52.6 |
| clock inverters | 2 | 15.0 |
==> logic make-up after synthesis <==
family / Yosys count / synth area share
AOI/OAI and AO/OA: 15 / 0.0547
xor gates and xnor gates: 16 / 0.0828
adders and majority gates: 3 / 0.0266
buffers and inverters: 17 / 0.0384
DFF: 40 / 0.594
muxes: 5 / 0.0318
other: 1 / 0.00222
and+or+nand+nor: 55 / 0.169
==> worst max-delay path, cell delays in order, from the launching register on <==
cell and delay (ps):
sky130_fd_sc_hd__dfrtp_1 420, sky130_fd_sc_hd__or4_1 530, sky130_fd_sc_hd__nand3_1 140, sky130_fd_sc_hd__nand3_1 340, sky130_fd_sc_hd__buf_4 310, sky130_fd_sc_hd__a21oi_1 120
==> registers in the layout, indices dropped and copies added (netlist names) <==
signal and flops:
StepCounter 32, StepDrive 4, state 3, InternalStepEnable 1
==> cells in the mapped netlist (2+ instances only) <==
cell / count / area [um2]
sky130_fd_sc_hd__xnor2_1: 12 / 105
sky130_fd_sc_hd__mux2i_1: 2 / 20.0
sky130_fd_sc_hd__nand3_1: 7 / 35.0
sky130_fd_sc_hd__nor4_1: 7 / 43.8
sky130_fd_sc_hd__inv_1: 14 / 52.6
sky130_fd_sc_hd__nand4_1: 4 / 25.0
sky130_fd_sc_hd__or4_1: 2 / 15.0
sky130_fd_sc_hd__mux2_2: 2 / 22.5
sky130_fd_sc_hd__clkbuf_1: 2 / 7.51
sky130_fd_sc_hd__nand2_1: 5 / 18.8
sky130_fd_sc_hd__o21ai_0: 4 / 20.0
sky130_fd_sc_hd__dfrtp_1: 39 / 976
sky130_fd_sc_hd__xor2_1: 4 / 35.0
sky130_fd_sc_hd__nor2_1: 19 / 71.3
sky130_fd_sc_hd__and3_1: 2 / 12.5
sky130_fd_sc_hd__ha_1: 2 / 25.0
sky130_fd_sc_hd__nor3_1: 3 / 15.0
sky130_fd_sc_hd__a21oi_1: 5 / 25.0
==> power by group through the flow <==
stage,Sequential [mW],Clock [mW],Combinational (mW)
final,0.692,0.395,0.187
after global routing,0.703,0.437,0.218
after CTS,0.693,0.412,0.197
==> per-layer routing <==
layer,global-route usage,wire (um),vias up
met5,0,0,-
met4,0.0132,87,0
met3,0.0105,84,5
met2,0.0687,1240,10
met1,0.0569,1280,497
li1,-,-,553
No activity file was given, so power comes from the tool's default toggle rates.
