===== flow/design.v =====
module cnt(
	input clk,
	input rst_n,
	output reg delay_done
);
reg flag = 1;
reg TIME = 27'd100000000;
reg [50:0] count;
always@(posedge clk or negedge rst_n) begin
	if(!rst_n) begin
		count <= 0;
		flag <= 1;
		delay_done <= 0;
	end
	else if(count == TIME - 27'd000000001) begin
		flag <= 0;
		count <= 0;
		delay_done <= 1;
	end
	else begin
		count <= count + 1'b1;
	end
	end
endmodule

===== flow/run.sh =====
#!/bin/bash
# OpenROAD 26Q1-2900-gdf79404cd8, Yosys 0.63+post, stock flow scripts
make -C /OpenROAD-flow-scripts/flow DESIGN_CONFIG=/design/flow/config.mk WORK_HOME=/design/flow/orfs finish

===== flow/config.mk =====
export PLATFORM = sky130hd
export DESIGN_NAME = cnt
export DESIGN_NICKNAME = cnt
export VERILOG_FILES = /design/flow/design.v
export SDC_FILE = /design/flow/constraint.sdc
export NUM_CORES = 4
export LEC_CHECK = 1
export CORE_UTILIZATION = 40

===== flow/constraint.sdc =====
current_design cnt

set clk_period 11.5
set clk_io_pct 0.2

create_clock -name clk0 -period $clk_period [get_ports {clk}]

set non_clock_inputs [all_inputs -no_clocks]
set_input_delay [expr $clk_period * $clk_io_pct] -clock clk0 $non_clock_inputs
set_output_delay [expr $clk_period * $clk_io_pct] -clock clk0 [all_outputs]

==> results.py <==
# Flow results
metrics = {
    "final_timing": {
        "hold_ws_ps": 464,
        "grt_setup_unrepaired": "no",
        "transition_at_the_pin_with_the_smallest_max_transition_slack_ps": 657,
        "layout_min_cycle_time_ps": 3400,
        "setup_total_negative_slack_ps": 0,
        "finalClockPeriodUsage": 0.296,
        "final-setup-viol-count": 0,
        "max_freq_mhz": 294,
        "drv_slew": 0,
        "clock-skew-final_ps": 8.43,
        "slew_headroom": 0.562,
        "timing_hold_violations_final": 0,
    },
    "critical_path": {
        "worstPathMaxFanout": 2,
        "cp_slowest_stage_delay_ps": 460,
        "crit_path_start_kind": "flop",
        "worst_path_dominant_cell_family": "buffers and inverters",
        "timing.critical_path.arrival_ps": 1100,
        "critPathKind": "reg2out",
        "critical_path_buf_inv_count": 1,
        "crit_required_ps": 9200,
        "critical_path.cell_chain": "clkdlybuf4s50_1",
        "crit_slowest_cell": "sky130_fd_sc_hd__clkdlybuf4s50_1",
        "critPathCaptureType": "output pin",
    },
    "synthesis": {
        "synth.ff_latch_count": 52,
        "synth.top_cells.by_area": "sky130_fd_sc_hd__dfrtp_1 50%, sky130_fd_sc_hd__xnor2_1 8.5%, sky130_fd_sc_hd__xor2_1 7.1%, sky130_fd_sc_hd__nor2_1 4.2%, sky130_fd_sc_hd__and3_1 2.9%",
        "ys.warnings.count": 1,
        "synthesis.area_sq_um": 2580,
        "post_synth_tally_of_flip_flops_with_integrated_enable": 0,
        "ys_sh_adder": 0.00485,
        "logic_family": "simple AND/OR/NAND/NOR gates",
        "synth-compound-area-share": 0.0146,
        "synth.top_cells.by_count": "52 x sky130_fd_sc_hd__dfrtp_1, 29 x sky130_fd_sc_hd__nor2_1, 25 x sky130_fd_sc_hd__xnor2_1, 21 x sky130_fd_sc_hd__xor2_1, 19 x sky130_fd_sc_hd__nand2_1",
        "simple_gate_area_frac": 0.292,
        "synthMuxAreaShare": 0,
        "synth_area_per_cell_sq_um": 10.4,
        "netlist_instances": 247,
        "post-synth-top-area-fraction": 0.505,
        "synth.cellmix.xorXnorShare": 0.156,
        "largest_area_cell": "sky130_fd_sc_hd__dfrtp_1",
        "share_of_synthesized_registers_carrying_an_async_set_or_reset": 1.00,
        "yosysChipArea_sq_um": 2580,
        "synth_seq_share": 0.505,
        "synth_cell_type_count": 31,
        "ff_type": "sky130_fd_sc_hd__dfrtp_1",
        "synthMostInstantiatedCell": "sky130_fd_sc_hd__dfrtp_1",
        "synth-cells-yosys": 247,
    },
    "pwr": {
        "switchingPower_mw": 0.0593,
        "power_frac_seq": 0.617,
        "power_density_nw_per_um2": 108,
        "power_frac_comb": 0.013,
        "pwr-share-clk": 0.370,
        "internal_power_mw": 0.237,
        "max-vdd-ir-drop_mv": 0.0601,
        "sw_frac_of_total": 0.200,
        "cellLeakagePower_nw": 1.21,
    },
    "grt": {
        "first_global_vias": 1747,
        "grt_util_all_layers": 0.153,
        "grt_start_max_net_pins": 53,
        "grt_first_pass_wirelength_microns": 7920,
        "grt_remaining_overflow": 0,
        "antenna_found_initial": 0,
    },
    "detailed_routing": {
        "wirelength_microns": 4380,
        "dr_vias": 1707,
        "detail_route.first_pass.iterations": 4,
        "routed_via_density": 5.28,
        "detail_route.drc_violations": 0,
        "wire_per_inst_microns": 13.6,
        "num_antenna_cells": 0,
        "route.antenna.remaining_nets": 0,
        "detailedRoute.firstIterationViolations": 68,
    },
    "final_layout": {
        "final.fill_count": 552,
        "final_layout_size_suffix_gt1_frac": 0.101,
        "final-seq-area_sq_um": 1300,
        "final_cell_count_no_fill": 323,
        "layout-area-overhead-vs-synth_pct": 6.26,
        "multi_input_comb_area_sq_um": 1210,
    },
    "hold_path": {
        "worst_hold_path_type": "reg2reg",
    },
    "run_status": {
        "outcome": "complete, no violations",
    },
    "clocking": {
        "cts_made_buffers": 5,
        "cts_hold_buf": 0,
        "tritoncts_num_sinks": 52,
        "tritoncts_clock_tree": "done",
        "postCtsSetupBuffers": 0,
        "clockRootBuffer": "sky130_fd_sc_hd__clkbuf_8",
        "cts.htree.levels": 2,
        "clock_insertion_delay_worst_skew_ps": 300,
        "postCtsResizedCells": 0,
        "clk_pin_slew_ps": 90,
        "cts_buffer_depth": 2,
    },
    "place": {
        "place_congestion": 0.786,
        "place.detailed.hpwl_microns": 2880,
        "placedCellCount": 316,
        "port_buffers": 2,
    },
    "floorplan": {
        "row_count": 28,
        "boundaryPins": 3,
        "die.size.y_microns": 82.3,
        "die-width_microns": 82.3,
        "floorplan.die_area_sq_um": 6770,
        "initial_core_utilization": 0.425,
        "core_sq_um": 6060,
    },
    "job": {
        "warning_count": 25,
        "timing.max_cap.violations": 0,
    },
}
==> state kept, by name, indices dropped and copies added (netlist names) <==
name and flops:
count 51, delay_done 1
==> through the flow <==
stage          setup slack [ps]  power, mW  utilization  cell area [sq um]
6_report                   8100      0.296        0.452               2740
3_5_place_dp               8440      0.190        0.436               2640
4_1_cts                    8080      0.302        0.452               2740
2_1_floorplan              8870      0.186            -               2580
5_1_grt                    8070      0.309        0.452               2740
3_3_place_gp               8430      0.190        0.436               2640
==> path summary, 6_finish.rpt <==
kind	startpoint	to	slack (ps)	depth (start not counted)
hold reg to reg	count[50]$_DFF_PN0_	count[50]$_DFF_PN0_	460	1
hold / removal	count[50]$_DFF_PN0_	count[50]$_DFF_PN0_	460	1
max in group asynchronous	rst_n	count[31]$_DFF_PN0_	8950	2
setup / recovery	delay_done$_DFFE_PN0N_	delay_done	8100	1
min in group asynchronous	rst_n	count[37]$_DFF_PN0_	2100	2
setup reg to reg	count[23]$_DFF_PN0_	count[5]$_DFF_PN0_	9120	6
==> cell usage in the layout (no fill, tap or decap), types with 7 or more instances in the layout <==
cell type	count
sky130_fd_sc_hd__nor4_1	7
sky130_fd_sc_hd__and3_1	12
sky130_fd_sc_hd__clkbuf_8	7
sky130_fd_sc_hd__nand2_1	19
sky130_fd_sc_hd__dfrtp_1	52
sky130_fd_sc_hd__and4_1	8
sky130_fd_sc_hd__nand3_1	15
sky130_fd_sc_hd__xor2_1	21
sky130_fd_sc_hd__nand4_1	11
sky130_fd_sc_hd__xnor2_1	25
sky130_fd_sc_hd__nor2_1	29
==> power by group through the flow <==
stage / Clock (mW) / Sequential (mW) / Combinational, mW
CTS: 0.115 / 0.183 / 0.00414
global route: 0.122 / 0.183 / 0.00464
finish: 0.110 / 0.183 / 0.00378
==> per-layer routing <==
layer | share of wire | up-vias | wire length, microns | global-route usage
li1 | - | 859 | - | -
met1 | 0.54 | 829 | 2370 | 0.244
met2 | 0.43 | 16 | 1900 | 0.238
met3 | 0.023 | 3 | 103 | 0.0212
met4 | 0.0039 | 0 | 17 | 0.0158
met5 | 0 | - | 0 | 0
==> area by class of cell <==
type / count / share of cell area
clock buffer: 7 / 0.0352
inverter: 3 / 0.00411
multi-input combinational: 182 / 0.440
sequential: 52 / 0.475
tap: 75 / 0.0343
timing repair buffer: 4 / 0.0110
==> kinds of logic after synthesis <==
logic type               after synthesis
flip-flops                            52
XOR/XNOR                              46
AND/OR/NAND/NOR                      129
adder cells (fa/ha/maj)                1
AND-OR/OR-AND                          6
buffers and inverters                 13
Power and IR drop assume default switching activity.
