==> flow/design.v <==
      module js( input clk, input s , output reg cnt_out) ;
		reg [26:0] count=0;
      always@(posedge clk )
		if(s)
		begin
      if(count<27'd100000000)
	 begin count<=count+1'b1;
		         cnt_out<=1 ;
		end
		else 
		begin count<=27 'b0;
			  cnt_out<=0;
      end
		end
      endmodule
==> flow/run.sh <==
#!/bin/bash
# OpenROAD 26Q1-2900-gdf79404cd8, Yosys 0.63+post, stock flow scripts
make -C /OpenROAD-flow-scripts/flow DESIGN_CONFIG=/design/flow/config.mk WORK_HOME=/design/flow/orfs finish
==> flow/config.mk <==
export PLATFORM = sky130hd
export DESIGN_NAME = js
export DESIGN_NICKNAME = js
export VERILOG_FILES = /design/flow/design.v
export SDC_FILE = /design/flow/constraint.sdc
export NUM_CORES = 4
export LEC_CHECK = 1
export CORE_AREA = 10 10 99 99
export DIE_AREA = 0 0 109 109
==> flow/constraint.sdc <==
current_design js

set clk_period 5.4
set clk_io_pct 0.2

create_clock -name clk0 -period $clk_period [get_ports {clk}]

set non_clock_inputs [all_inputs -no_clocks]
set_input_delay [expr $clk_period * $clk_io_pct] -clock clk0 $non_clock_inputs
set_output_delay [expr $clk_period * $clk_io_pct] -clock clk0 [all_outputs]
==> flow_metrics.env <==
# implementation run metrics
export IMPL_synthesis_area_per_instance_um2=12.1
export IMPL_postCtsSetupBuffers=0
export IMPL_cts_repair_resize_count=0
export IMPL_clk_path_buf_depth=2
export IMPL_async_reset_ff_share_pct=0
export IMPL_detail_route_wirelength_um=3090
export IMPL_powerDensity_nw_per_um2=253
export IMPL_synth_edff_count=28
export IMPL_clock_root_buffer="sky130_fd_sc_hd__clkbuf_8"
export IMPL_critical_path_depth=5
export IMPL_timing_critical_path_to_type="register"
export IMPL_largest_delay_share_family_worst_path="AND-OR/OR-AND gates"
export IMPL_tritoncts_num_sinks=28
export IMPL_clkLatencyLatePin_ns=0.28
export IMPL_tool_warnings=25
export IMPL_worst_slew_pin_slew_ns=0.872
export IMPL_cpMaxStageDelayCell="sky130_fd_sc_hd__a2111oi_4"
export IMPL_synth_lib_cells_used_distinct=38
export IMPL_finalWorstPathRequiredPeriod_ns=2.35
export IMPL_final_layout_top_logic_cell="sky130_fd_sc_hd__edfxtp_1"
export IMPL_ys_seq_elements=28
export IMPL_initialDrtViolationCount=68
export IMPL_finalHoldViolCount=0
export IMPL_critPathMaxFanout=16
export IMPL_vias_in_the_first_global_route=1129
export IMPL_area_growth_synth_to_final_pct=9.66
export IMPL_chipWidth_um=109
export IMPL_final_period_utilization_pct=43.6
export IMPL_gate_count_after_technology_mapping=148
export IMPL_grt_setup_unrepaired="false"
export IMPL_boundaryPins=3
export IMPL_yosys_stat_chipArea_um2=1790
export IMPL_cp_cell_sequence="and4_4, o21ai_2, a2111oi_4, buf_4, nor3_2"
export IMPL_achievable_frequency_ghz=0.425
export IMPL_worstPathArrival_ns=2.38
export IMPL_maximum_number_of_pins_on_one_net_before_global_route_repair=29
export IMPL_drive_above_1_share_pct=24.3
export IMPL_fp_row_count=32
export IMPL_worst_r2r_cell_count=5
export IMPL_clock_tree_from_tritoncts="done"
export IMPL_worst_endpoint_required_ns=5.43
export IMPL_crit_buf_inv=1
export IMPL_globalplace_congestion=0.800
export IMPL_vdd_ir_drop_max_mv=0.0903
export IMPL_synth_area_um2=1790
export IMPL_drc=0
export IMPL_ys_flop_type="sky130_fd_sc_hd__edfxtp_1"
export IMPL_hpwl_um=2010
export IMPL_dr_total_vias=1167
export IMPL_drv_max_cap_violation_count=0
export IMPL_routed_wire_length_per_instance_um=12.4
export IMPL_globalRouteOverflowTotal=0
export IMPL_final_layout_top_logic_cells="sky130_fd_sc_hd__edfxtp_1 (28), sky130_fd_sc_hd__nor3_2 (13), sky130_fd_sc_hd__xor2_1 (9), sky130_fd_sc_hd__nand3_1 (9), sky130_fd_sc_hd__nand2_1 (8)"
export IMPL_outcome="completed"
export IMPL_antenna_fix_cells=0
export IMPL_floorplanUtilization_pct=23.1
export IMPL_min_path_type="register to register"
export IMPL_timing_hold_worst_path_depth=1
export IMPL_route_detailed_vias_per_inst=4.67
export IMPL_p_leak_nw=0.580
export IMPL_clk_pin_slew_ns=0.10
export IMPL_detail_route_first_pass_iterations=4
export IMPL_fp_coreArea_um2=7730
export IMPL_placement_io_buffers=2
export IMPL_total_power_mw=0.496
export IMPL_grt_first_pass_wirelength_um=5330
export IMPL_detail_route_antenna_nets=0
export IMPL_gr_usage_all_layers_pct=5.31
export IMPL_htree_levels=1
export IMPL_critPathLaunchType="register"
export IMPL_critical_path_max_stage_delay_ns=0.83
export IMPL_worst_slew_margin_rel_pct=41.8
export IMPL_fin_setup_tns_ns=0
export IMPL_part_of_the_yosys_area_used_for_sequential_elements_pct=47.0
export IMPL_fp_dieH_um=109
export IMPL_synth_yosys_num_cells=148
export IMPL_timing_worst_setup_path_type="register to register"
export IMPL_clock_skew_ns=0.00495
export IMPL_ys_warn_count=1
export IMPL_holdBufCountCts=0
export IMPL_fp_dieArea_um2=11900
export IMPL_number_of_endpoints_failing_setup_at_the_final_stage=0
export IMPL_grt_antenna_before_repair=0
export IMPL_slew_viol_final=0
export IMPL_cts_inserted_buffers=3
==> cells in the mapped netlist (5+ instances only) <==
| cell type | n | area share, % |
|---|---|---|
| sky130_fd_sc_hd__edfxtp_1 | 28 | 47 |
| sky130_fd_sc_hd__nor3_2 | 13 | 7.3 |
| sky130_fd_sc_hd__nand3_1 | 9 | 2.5 |
| sky130_fd_sc_hd__xor2_1 | 9 | 4.4 |
| sky130_fd_sc_hd__nand2_1 | 8 | 1.7 |
| sky130_fd_sc_hd__a211oi_1 | 6 | 2.5 |
| sky130_fd_sc_hd__o21ai_0 | 6 | 1.7 |
| sky130_fd_sc_hd__or3_1 | 6 | 2.1 |
| sky130_fd_sc_hd__or4_1 | 6 | 2.5 |
| sky130_fd_sc_hd__a211oi_2 | 5 | 3.5 |
| sky130_fd_sc_hd__nand4_1 | 5 | 1.7 |
| sky130_fd_sc_hd__o31ai_1 | 5 | 2.1 |
==> metrics by stage <==
stage | utilization (%) | worst slack (ns) | instances | cell area, um2 | hold WS [ns]
final | 25.4 | 3.05 | 250 | 1960 | 0.630
after global routing | 25.4 | 2.90 | 250 | 1960 | 0.649
after CTS | 25.4 | 3.05 | 250 | 1960 | 0.635
after detailed placement | 24.4 | 3.04 | 246 | 1890 | 0.619
after global placement | 24.4 | 3.05 | 246 | 1890 | 0.621
after floorplan | - | 3.56 | 148 | 1790 | 0.575
==> worst paths after layout <==
path / startpoint / slack, ns / end
max: count[14] / 3.05 / count[2]
min: count[26] / 0.63 / count[25]
max reg2reg: count[14] / 3.05 / count[2]
min reg2reg: count[26] / 0.63 / count[25]
==> worst reg2reg max path: stages (launching register included) <==
cell	delay [ns]
sky130_fd_sc_hd__edfxtp_1	0.43
sky130_fd_sc_hd__and4_4	0.28
sky130_fd_sc_hd__o21ai_2	0.08
sky130_fd_sc_hd__a2111oi_4	0.83
sky130_fd_sc_hd__buf_4	0.41
sky130_fd_sc_hd__nor3_2	0.09
==> registers in the layout, summed over array words and instances, names as in the netlist <==
signal   flops
cnt_out      1
count       27
==> layer usage <==
metal	part of all wire, %	vias to the layer above	global-route usage (%)
met2	46	11	8.74
met4	1.8	0	0.942
met3	1.4	4	0.239
met1	50	564	7.76
met5	0	-	0
li1	-	588	-
==> power breakdown <==
| part | switching [mW] | internal, mW | total (mW) |
|---|---|---|---|
| clock | 0.0660 | 0.0993 | 0.165 |
| sequential | 0.0186 | 0.262 | 0.280 |
| combinational | 0.0272 | 0.0228 | 0.0500 |
| total | 0.112 | 0.384 | 0.496 |
==> logic make-up (layout without fill, tap and decap cells) <==
family,Yosys count,after routing,share of synthesized area (%)
buffers and inverters,11,11,4.41
flip-flops,28,28,47.0
XOR/XNOR,12,12,5.88
AND/OR/NAND/NOR,68,68,28.6
adder cells (fa/ha/maj),1,1,0.700
AND-OR/OR-AND,28,28,13.4
==> layout make-up <==
type                            count  area (um2)
Clock buffer                        3        41.3
Fill cell                         808        5770
Tap cell                          102         128
Clock inverter                      1        30.0
Sequential cell                    28         841
Multi-Input combinational cell    109         871
Timing Repair Buffer                5        42.5
Inverter                            2        7.51
No activity file was given, so power comes from the tool's default toggle rates.
